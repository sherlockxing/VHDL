`/design/flow/config.mk`:
```
export PLATFORM = sky130hd
export DESIGN_NAME = hard_decision
export DESIGN_NICKNAME = hard_decision
export VERILOG_FILES = /design/flow/design.v
export SDC_FILE = /design/flow/constraint.sdc
export NUM_CORES = 4
export LEC_CHECK = 1
export CORE_UTILIZATION = 30
```
`/design/flow/run.sh`:
```
#!/bin/bash
# OpenROAD 26Q1-2900-gdf79404cd8, Yosys 0.63+post, stock flow scripts
make -C /OpenROAD-flow-scripts/flow DESIGN_CONFIG=/design/flow/config.mk WORK_HOME=/design/flow/orfs finish
```
`/design/flow/design.v`:
```
`timescale 1ns / 1ps
module hard_decision(		 
							clk_fs,			 
							rst_n,			 
							filter_in_I,	 
							filter_in_Q,	 
							bit_out_I,		 
							bit_out_Q,		 
							temp_I,			 
							temp_Q			 
);
	input              		clk_fs;
	input              		rst_n;
	input		[35:0]		filter_in_I,filter_in_Q;
	output reg [1:0]  		bit_out_I,bit_out_Q;
	output	reg 		[35:0]  	temp_I;			 
	output	reg 		[35:0]  	temp_Q;			 
	reg 	[3:0]	count1;
	reg		[3:0]	count2;
	reg			[35:0]		filter_in_tempI,filter_in_tempQ;
	always @(posedge clk_fs or negedge rst_n)begin
		if(~rst_n)begin
			temp_I = 0;
			filter_in_tempI = 0;
			count1 = 0;
		end
		else begin
			count1 = count1 + 1;
			filter_in_tempI = filter_in_I; 
			if(count1 == 3)begin
				temp_I = filter_in_tempI;
				if(temp_I[35]==1)
					bit_out_I <= 2'b11;
				else
					bit_out_I <= 2'b01;
			end
			if(count1 == 4)
				count1 = 0;
		end
	end
	always @(posedge clk_fs or negedge rst_n)begin
		if(~rst_n)begin
			temp_Q = 0;
			filter_in_tempQ = 0;
			count2 = 0;
		end
		else begin
			count2 = count2 + 1;
			filter_in_tempQ = filter_in_Q; 
			if(count2 == 3)begin
				temp_Q = filter_in_tempQ;
				if(temp_Q[35]==1)
					bit_out_Q <= 2'b11;
				else
					bit_out_Q <= 2'b01;
			end
			if(count2 == 4)
				count2 = 0;
		end
	end
endmodule
```
`/design/flow/constraint.sdc`:
```
current_design hard_decision

set clk_period 6.2
set clk_io_pct 0.2

create_clock -name clk0 -period $clk_period [get_ports {clk_fs}]

set non_clock_inputs [all_inputs -no_clocks]
set_input_delay [expr $clk_period * $clk_io_pct] -clock clk0 $non_clock_inputs
set_output_delay [expr $clk_period * $clk_io_pct] -clock clk0 [all_outputs]
```
==> results.py <==
# Synthesis and PnR figures
metrics = {
    "drt": {
        "vias": 2109,
        "drtIter0Drc": 36,
        "drc": 0,
        "antenna_cells": 0,
        "wl_um": 6951,
        "wl_per_cell_um": 13.71,
        "firstDrtPassIters": 4,
        "via_per_inst": 4.160,
        "ant_nets": 0,
    },
    "placement": {
        "gp_congestion": 0.7438,
        "port_buffers": 147,
        "dp_hpwl_um": 4735,
        "place_area_um2": 5054,
    },
    "sta": {
        "drv_slew": 0,
        "timing.setup.tns_ps": 0,
        "rsz0062_at_grt": "no",
        "period_minus_slack_ps": 2444,
        "relSlewSlack_pct": 56.36,
        "worst_pin_slew_ps": 654.7,
        "hold_ws_ps": 495.0,
        "fin_skew_ps": 6.900,
        "setup_viol": 0,
        "finalCritPeriodShare_pct": 39.43,
        "fmax_ghz": 0.4091,
        "hold_viol": 0,
    },
    "power": {
        "peakVddDrop_v": 0.0001675,
        "power_leakage_nw": 2.448,
        "power_density_nw_per_um2": 231.2,
    },
    "floorplan": {
        "placementRows": 39,
        "chip_area_um2": 12090,
        "io_pins": 150,
        "fp_util_pct": 30.76,
        "die_h_um": 110.0,
        "core_area_um2": 11370,
        "die-width_um": 110.0,
    },
    "critical_path": {
        "cp.required_ps": 6250,
        "rr_startpoint": "count2[0]$_DFF_PN0_",
        "cp-start-kind": "input pin",
        "worstPathMaxFanout": 52,
        "reg2reg_slack_ps": 4010,
        "r2r_end": "temp_Q[20]$_DFFE_PN0N_",
        "arrival_ps": 2490,
        "startpoint": "rst_n",
        "endpoint_kind": "flip-flop",
        "worstSetupPathType": "in -> reg",
        "rr_worst_depth": 6,
    },
    "yosys": {
        "synth_seq_share_pct": 58.96,
        "edf_count": 2,
        "async_reset_ff_share_pct": 97.56,
        "ys_chip_area_um2": 3497,
        "synth-main-ff-cell": "dfrtp_1",
        "synthesis.area_um2": 3497,
        "ys_cells": 210,
        "synth_cell_types": 26,
        "ys_warn_count": 1,
        "syn_inst": 210,
        "ys.flops": 82,
        "synth_area_per_cell_um2": 16.65,
    },
    "cts": {
        "cts.sinks": 82,
        "clockRootBuffer": "clkbuf_16",
        "numCtsBuffers": 9,
        "cts.path.max_buffers": 2,
        "cts_setup_buffers": 0,
        "cts_max_level": 3,
        "cts_resized": 0,
        "clk_latency_ps": 330,
        "cts.reportedPaths.clkPinSlew_ps": 60,
        "ctsHoldBuffers": 0,
        "cts_tree": "done",
    },
    "cells_and_area": {
        "mostFrequentLayoutCell": "clkdlybuf4s50_1",
        "lay_top_cells": "clkdlybuf4s50_1, dfrtp_1, mux2_4",
        "area_growth_pct": 53.17,
        "finalInstanceArea_um2": 5356,
        "drive_above_1_share_pct": 26.10,
    },
    "min_path": {
        "min_path_cells": 1,
        "hold_start": "count1[0]$_DFF_PN0_",
        "hp-class": "reg -> reg",
        "holdPathEnd": "count1[0]$_DFF_PN0_",
    },
    "flow_run": {
        "warnings": 27,
        "maxCapViolations": 0,
    },
    "global_route": {
        "grt_pass1_vias": 2081,
        "grt_first_pass_wirelength_um": 10270,
        "grt_max_degree": 53,
        "gr-total-overflow": 0,
        "antenna_found_initial": 0,
        "grt.total_usage_pct": 11.34,
    },
    "run_status": {
        "status": "complete, no violations",
    },
}
## synth_stat cells, types with 2 or more instances
cell | number | area, um2
dfrtp_1 | 80 | 2002
mux2_4 | 60 | 900.9
mux2_2 | 12 | 135.1
buf_6 | 8 | 90.09
inv_1 | 6 | 22.52
nand3_1 | 5 | 25.02
nor2_1 | 5 | 18.77
a21oi_1 | 4 | 20.02
ha_1 | 4 | 50.05
nand2_1 | 4 | 15.01
buf_4 | 2 | 15.01
edfxtp_1 | 2 | 60.06
nor3_1 | 2 | 10.01
o21ai_0 | 2 | 10.01
xnor2_1 | 2 | 17.52
xor2_1 | 2 | 17.52
## final cells by class
type	instances	area (um2)
multi-input combinational	110	1299
inverter	6	22.52
tap	143	178.9
fill	1017	6013
timing repair buffer	150	1491
sequential	82	2062
clock inverter	7	77.57
clock buffer	9	225.2
## through the flow
stage	worst slack, ps	utilization [%]	std cells	power (W)
6_report	3756	47.11	507	0.001238
5_1_grt	3526	47.11	507	0.001297
4_1_cts	3675	47.11	507	0.001262
3_5_place_dp	3322	44.45	491	0.0007170
3_3_place_gp	3331	44.45	491	0.0007172
2_1_floorplan	4349	-	211	0.0006080
## cells by family (layout without fill, tap and decap cells)
family / Yosys count / count (layout) / synth area share, %
flops: 82 / 82 / 58.96
mux: 72 / 72 / 29.62
fa+ha+maj: 4 / 4 / 1.431
simple gates: 19 / 19 / 2.755
xor+xnor: 4 / 4 / 1.002
buf+inv: 19 / 172 / 4.042
compound gates: 9 / 9 / 2.075
other cells: 1 / 2 / 0.1072
## power breakdown
part | switching (W) | leakage, nW | internal (W)
logic | 0.0000257 | 1.33 | 0.000106
registers | 0.0000131 | 0.970 | 0.000561
clock network | 0.000218 | 0.146 | 0.000315
## registers in the layout, indices dropped and copies added (netlist names)
register	flops
bit_out_Q	1
count2	4
temp_I	36
count1	4
bit_out_I	1
temp_Q	36
## routing by layer
metal / global-route usage [%] / vias up / wire length (um) / share of wire, %
li1: - / 1015 / - / -
met1: 17.09 / 977 / 3125 / 45
met2: 16.61 / 106 / 2927 / 42
met3: 3.927 / 11 / 794 / 11
met4: 1.619 / 0 / 104 / 1.5
met5: 0 / - / 0 / 0
## worst max path at each step
stage	cells after the start	slack (ps)	end
final	4	3760	bit_out_I[1]$_DFFE_PP_
after global routing	4	3530	bit_out_I[1]$_DFFE_PP_
after CTS	4	3670	bit_out_I[1]$_DFFE_PP_
## critical path: stages
cell     delay [ps]
buf_4           340
buf_4           630
nand2_1         120
nor2_1          130
Power figures rest on the tool's default switching activity, not on a simulated workload.
