$ cat design.v
`timescale 1ns / 1ps
module noise_adder(		 
						clk_fs,			 
						SW,
						rst_n,			 
						I_filter,		 
						Q_filter,		 
						I_noise,		 
						Q_noise,		 
						I_noise_cut,	 
						Q_noise_cut,	 
						I_rev,			 
						Q_rev			 
);
	input                    	clk_fs;
	input                     	rst_n;
	input             	[3:0]   SW;
	input      signed [17:0]  I_filter;
	input      signed [17:0]  Q_filter;
	input      signed [19:0]  I_noise;
	input      signed [19:0]  Q_noise;
	output reg signed [18:0]  I_rev;
	output reg signed [18:0]  Q_rev;
	output reg signed [17:0]  I_noise_cut;
	output reg signed [17:0]  Q_noise_cut;
	wire  signed [17:0]  	I_noise_cut1,I_noise_cut2,I_noise_cut3,I_noise_cut4,
							I_noise_cut5,I_noise_cut6,I_noise_cut7,I_noise_cut8;
	wire  signed [17:0]  	Q_noise_cut1,Q_noise_cut2,Q_noise_cut3,Q_noise_cut4,
							Q_noise_cut5,Q_noise_cut6,Q_noise_cut7,Q_noise_cut8;
	assign      I_noise_cut1[17:0] = I_noise[19:2];	
	assign		Q_noise_cut1[17:0] = Q_noise[19:2];
	assign      I_noise_cut2[17:16] = {2{I_noise[19]}};
	assign		I_noise_cut2[15:0] = I_noise[18:3];	
	assign      Q_noise_cut2[17:16] = {2{Q_noise[19]}};
	assign		Q_noise_cut2[15:0] = Q_noise[17:2];			
	assign      I_noise_cut3[17:15] = {3{I_noise[19]}};
	assign      I_noise_cut3[14:0] = I_noise[18:4];
	assign      Q_noise_cut3[17:15] = {3{Q_noise[19]}};
	assign      Q_noise_cut3[14:0] = Q_noise[18:4];
	assign      I_noise_cut4[17:14] = {4{I_noise[19]}};
	assign		I_noise_cut4[13:0] = I_noise[18:5];
	assign      Q_noise_cut4[17:14] = {4{Q_noise[19]}};
	assign		Q_noise_cut4[13:0] = Q_noise[18:5];
	assign      I_noise_cut5[17:13] = {5{I_noise[19]}};
	assign		I_noise_cut5[12:0] = I_noise[18:6];
	assign      Q_noise_cut5[17:13] = {5{Q_noise[19]}};
	assign		Q_noise_cut5[12:0] = Q_noise[18:6];
	assign      I_noise_cut6[17:12] = {6{I_noise[19]}};
	assign      I_noise_cut6[11:0] = I_noise[18:7];
	assign      Q_noise_cut6[17:12] = {6{Q_noise[19]}};
	assign      Q_noise_cut6[11:0] = Q_noise[18:7];
	assign      I_noise_cut7[17:11] = {7{I_noise[19]}};
	assign      I_noise_cut7[10:0] = I_noise[18:8];
	assign      Q_noise_cut7[17:11] = {7{Q_noise[19]}};
	assign      Q_noise_cut7[10:0] = Q_noise[18:8];
	assign      I_noise_cut8[17:10] = {8{I_noise[19]}};
	assign		I_noise_cut8[9:0] = I_noise[18:9];
	assign      Q_noise_cut8[17:10] = {8{Q_noise[19]}};
	assign		Q_noise_cut8[9:0] = Q_noise[18:9];
	always@(posedge clk_fs or negedge rst_n)begin
		if(~rst_n)begin
			I_rev <= 0;
			Q_rev <= 0;
		end
		else begin
			case(SW)
				4'b0000:  
				  begin
					I_noise_cut <= I_noise_cut1+I_noise_cut2+I_noise_cut4;
					Q_noise_cut <= Q_noise_cut1+Q_noise_cut2+Q_noise_cut4;
					I_rev <= I_filter+I_noise_cut;
					Q_rev <= Q_filter+Q_noise_cut; 
				  end
				4'b0001:  
				  begin
					I_noise_cut <= I_noise_cut1+I_noise_cut3+I_noise_cut5;
					Q_noise_cut <= Q_noise_cut1+Q_noise_cut3+Q_noise_cut5;
					I_rev <= I_filter+I_noise_cut;
					Q_rev <= Q_filter+Q_noise_cut; 
				  end	
				4'b0010:  
				  begin
					I_noise_cut <= I_noise_cut1+I_noise_cut7+I_noise_cut8;
					Q_noise_cut <= Q_noise_cut1+Q_noise_cut7+Q_noise_cut8;
					I_rev <= I_filter+I_noise_cut;
					Q_rev <= Q_filter+Q_noise_cut; 
				  end
				4'b0011:  
				  begin
					I_noise_cut <= I_noise_cut2+I_noise_cut5+I_noise_cut7;
					Q_noise_cut <= Q_noise_cut2+Q_noise_cut5+Q_noise_cut7;
					I_rev <= I_filter+I_noise_cut;
					Q_rev <= Q_filter+Q_noise_cut; 
				  end
				4'b0100:  
				  begin
					I_noise_cut <= I_noise_cut3+I_noise_cut3+I_noise_cut4;
					Q_noise_cut <= Q_noise_cut3+Q_noise_cut3+Q_noise_cut4;
					I_rev <= I_filter+I_noise_cut;
					Q_rev <= Q_filter+Q_noise_cut; 
				  end	
				4'b0101:  
				  begin
					I_noise_cut <= I_noise_cut3+I_noise_cut3+I_noise_cut5;
					Q_noise_cut <= Q_noise_cut3+Q_noise_cut3+Q_noise_cut5;
					I_rev <= I_filter+I_noise_cut;
					Q_rev <= Q_filter+Q_noise_cut; 
				  end
				4'b0110:  
				  begin
					I_noise_cut <= I_noise_cut3+I_noise_cut4+I_noise_cut4;
					Q_noise_cut <= Q_noise_cut3+Q_noise_cut4+Q_noise_cut4;
					I_rev <= I_filter+I_noise_cut;
					Q_rev <= Q_filter+Q_noise_cut; 
				  end
				4'b0111:  
				  begin
					I_noise_cut <= I_noise_cut3+I_noise_cut4+I_noise_cut5;
					Q_noise_cut <= Q_noise_cut3+Q_noise_cut4+Q_noise_cut5;
					I_rev <= I_filter+I_noise_cut;
					Q_rev <= Q_filter+Q_noise_cut; 
				  end
				4'b1000:  
				  begin
					I_noise_cut <= I_noise_cut3+I_noise_cut4+I_noise_cut8;
					Q_noise_cut <= Q_noise_cut3+Q_noise_cut4+Q_noise_cut8;
					I_rev <= I_filter+I_noise_cut;
					Q_rev <= Q_filter+Q_noise_cut; 
				  end
				4'b1001:  
				  begin
					I_noise_cut <= I_noise_cut3+I_noise_cut5+I_noise_cut6;
					Q_noise_cut <= Q_noise_cut3+Q_noise_cut5+Q_noise_cut6;
					I_rev <= I_filter+I_noise_cut;
					Q_rev <= Q_filter+Q_noise_cut; 
				  end
				4'b1010:  
				  begin
					I_noise_cut <= I_noise_cut3+I_noise_cut6+I_noise_cut7;
					Q_noise_cut <= Q_noise_cut3+Q_noise_cut6+Q_noise_cut7;
					I_rev <= I_filter+I_noise_cut;
					Q_rev <= Q_filter+Q_noise_cut; 
				  end	
				4'b1011:  
				  begin
					I_noise_cut <= I_noise_cut3+I_noise_cut7+I_noise_cut8;
					Q_noise_cut <= Q_noise_cut3+Q_noise_cut7+Q_noise_cut8;
					I_rev <= I_filter+I_noise_cut;
					Q_rev <= Q_filter+Q_noise_cut; 
				  end
				4'b1100:  
				  begin
					I_noise_cut <= I_noise_cut4+I_noise_cut5+I_noise_cut5;
					Q_noise_cut <= Q_noise_cut4+Q_noise_cut5+Q_noise_cut5;
					I_rev <= I_filter+I_noise_cut;
					Q_rev <= Q_filter+Q_noise_cut; 
				  end
				4'b1101:  
				  begin
					I_noise_cut <= I_noise_cut4+I_noise_cut5+I_noise_cut6;
					Q_noise_cut <= Q_noise_cut4+Q_noise_cut5+Q_noise_cut6;
					I_rev <= I_filter+I_noise_cut;
					Q_rev <= Q_filter+Q_noise_cut; 
				  end
				4'b1110:  
				  begin
					I_noise_cut <= I_noise_cut4+I_noise_cut5+I_noise_cut8;
					Q_noise_cut <= Q_noise_cut4+Q_noise_cut5+Q_noise_cut8;
					I_rev <= I_filter+I_noise_cut;
					Q_rev <= Q_filter+Q_noise_cut; 
				  end
				4'b1111:  
				  begin
					I_noise_cut <= I_noise_cut8; 
					Q_noise_cut <= Q_noise_cut8; 
					I_rev <= I_filter+I_noise_cut;
					Q_rev <= Q_filter+Q_noise_cut; 
				  end
			endcase
		end
	end
endmodule
$ cat run.sh
#!/bin/bash
# OpenROAD 26Q1-2900-gdf79404cd8, Yosys 0.63+post, stock flow scripts
make -C /OpenROAD-flow-scripts/flow DESIGN_CONFIG=/design/flow/config.mk WORK_HOME=/design/flow/orfs finish
$ cat config.mk
export PLATFORM = sky130hd
export DESIGN_NAME = noise_adder
export DESIGN_NICKNAME = noise_adder
export VERILOG_FILES = /design/flow/design.v
export SDC_FILE = /design/flow/constraint.sdc
export NUM_CORES = 4
export LEC_CHECK = 1
export CORE_UTILIZATION = 30
$ cat constraint.sdc
current_design noise_adder

set clk_period 11.0
set clk_io_pct 0.2

create_clock -name clk0 -period $clk_period [get_ports {clk_fs}]

set non_clock_inputs [all_inputs -no_clocks]
set_input_delay [expr $clk_period * $clk_io_pct] -clock clk0 $non_clock_inputs
set_output_delay [expr $clk_period * $clk_io_pct] -clock clk0 [all_outputs]
==> notes.md <==
run results: first-pass GRT wire length approximately 150 mm, Slew @ Worst Pin 0.8890 ns, placed inst area between 30000 and 40000 um2, 1st-pass router iterations 6, DP HPWL 77.63 mm, number of global-route vias before repair ~26000, via count between 20000 and 30000, post-cts gate resize count 0, Die Size 91430 um2, number of routed nets with antenna violations 0, setup violators final 0, Via density 5.693, IO Pins around 160, Syn Area/Cell 8.158 um2, Placer Congestion ~1.0, Finished Layout Cells 4625, VDD IR max 80.25 uV, Power, Total 3.754 mW, Detailed Route Iter0 Violations 2083, Crit path largest cell delay a little under 0.7 ns, crit path DRT 11.05 ns, WP buf/inv 2, chip height 302.4 um, CTS tree done, Max Cap Violations 0, cells in synth_stat.txt 3318, CP cell instances clkdlybuf4s50_1, buf_4, ha_1, fa_1, a21oi_1, nor2_1, nor2_1, nor3_1, nor2_1, xnor2_1, ha_1, a21o_1, a2111oi_0, o31ai_1, nand4_1, o31ai_1, a22oi_1, o2111ai_1, nor4_1, o211ai_1, crit start category primary input, initial antenna violation count 13, CP max FO 21, CTS Buf Count 9, CP endpoint kind flop, GRT Overall Usage 22.26%, P per Cell Area 123.3 nW/um2, FP Util 30.44%, OpenROAD warning count a little under 50, clk sinks 74, number of enable flip-flop cells 36, Hold/Removal Path Class reg -> reg, top cell type by total area after synthesis ha_1, #FFs+latches synth between 70 and 80, minimum clock period 7.707 ns, cycle use final 70.07%, RSZ-0062 raised after global routing false, Post-CTS Hold Buffers 0, Area leader share 18.91%, placed cells 4605, wire per inst 21.47 um, post-place setup slack slightly above 3 ns, Hold WS 0.4935 ns, share of layout cells above drive strength 1 between 5 and 6%, count leader, synth ha_1, Slowest cell on crit path a2111oi_0, Fmax 0.1297 GHz, Slew headroom 39.98%, Dominant Register Cell dfrtp_1, CORE AREA 88920 um2, synth cell count leaders ha_1, a21oi_1, nand2_1, Worst EP arrival 7.76 ns, Syn Std Cell Area between 20000 and 30000 um2, Synth Instances ~3300, Post-CTS Setup Repair Bufs 0, fin. max-slew vios 0, run status complete, no violations, final worst slack 3.293 ns, yosys stat chip area 27070 um2, Port Buffers between 150 and 200, design area 30460 um2, largest net degree at the start of global routing 46, YS warnings 1, Root Buffer clkbuf_16, Lkg Pwr about 13 nW, area growth from synthesis to layout 12.52%, top cells by area ha_1, fa_1, xnor2_1, Die W 302.4 um, grt ovf 0, count of cell types in the netlist between 80 and 90, Hold Fails Final Rpt 0, number of placement rows 109, # fillers 9205, Core Util, Final 34.25%, clock latency (worst-skew pair) 0.36 ns, WS Path Type in -> reg, CTS max path bufs 2, CP dominant cell by count nor2_1, Final Skew 0.006648 ns, clock-pin slew on the worst setup and hold paths 0.07 ns, DR DRC count 0, # H-tree levels 3, Synth Seq Share roughly 7.5%, Total Wirelength between 90 and 100 mm, Setup TNS 0 ns, crit-path leading delay family AND-OR/OR-AND gates, Post-synth ARST share 51.35%
[metal layers]
metal | routed length, um | global-route usage [%] | up-vias
met5 | 128 | 0.1035 | -
met4 | 2214 | 4.726 | 22
met3 | 10050 | 7.374 | 128
met2 | 42370 | 33.18 | 957
met1 | 44520 | 31.69 | 12510
li1 | - | - | 12720
[power by group]
group / switching (mW) / total (mW) / internal, mW
combinational: 1.69 / 2.98 / 1.28
sequential: 0.0355 / 0.434 / 0.399
clock: 0.133 / 0.341 / 0.208
total: 1.86 / 3.75 / 1.89
[sequential cells by signal, summed over array words and instances, names as in the netlist]
signal       flops
Q_noise_cut     18
I_rev           19
I_noise_cut     18
Q_rev           19
[worst paths after layout]
| kind | from | endpoint | depth (start not counted) | slack (ns) |
|---|---|---|---|---|
| min reg2reg | I_noise_cut[0]$_DFFE_PP_ | I_rev[0]$_DFF_PN0_ | 1 | 0.49 |
| min | I_noise_cut[0]$_DFFE_PP_ | I_rev[0]$_DFF_PN0_ | 1 | 0.49 |
| min in group asynchronous | rst_n | I_rev[3]$_DFF_PN0_ | 1 | 1.80 |
| max in group asynchronous | rst_n | I_rev[11]$_DFF_PN0_ | 2 | 8.26 |
| max | I_noise[6] | I_noise_cut[13]$_DFFE_PP_ | 20 | 3.29 |
| max reg2reg | I_noise_cut[0]$_DFFE_PP_ | I_rev[18]$_DFF_PN0_ | 13 | 7.96 |
[cell type report]
| class | count | area [um2] | area share [%] |
|---|---|---|---|
| well taps | 1165 | 1458 | 4.786 |
| repair buffers | 223 | 1929 | 6.335 |
| inverters | 139 | 521.8 | 1.713 |
| clock inverters | 6 | 97.59 | 0.3204 |
| diodes | 4 | 10.01 | 0.03287 |
| clock buffers | 10 | 239.0 | 0.7847 |
| multi-input cells | 3004 | 24170 | 79.36 |
| flip-flops and latches | 74 | 2032 | 6.672 |
[worst register-to-register path: cells and delay by family (launching register included)]
family                   cells  cell delay (ns)
AND-OR/OR-AND                9             2.03
adder cells (fa/ha/maj)      2             0.42
flip-flops                   1             0.39
buffers and inverters        1             0.07
AND/OR/NAND/NOR              1             0.05
[kinds of logic (layout without fill, tap and decap cells)]
| logic type | count (synthesis) | count (layout) | share of synthesized area, % |
|---|---|---|---|
| AOI/OAI and AO/OA | 1176 | 1176 | 28.69 |
| xor gates and xnor gates | 328 | 328 | 10.61 |
| adders and majority gates | 603 | 603 | 33.25 |
| buffers and inverters | 240 | 378 | 3.397 |
| DFF | 74 | 74 | 7.507 |
| muxes | 29 | 29 | 1.160 |
| other | 0 | 4 | 0 |
| and+or+nand+nor | 868 | 868 | 15.38 |
[cell usage in the layout, fill, tap and decap left out, drive strengths merged, types with 57 or more instances in the layout]
| master | netlist | routed |
|---|---|---|
| buf | 10 | 97 |
| ha | 409 | 409 |
| fa | 194 | 194 |
| o21ai | 229 | 229 |
| a21o | 112 | 112 |
| inv | 139 | 141 |
| xor2 | 139 | 139 |
| nand3 | 83 | 83 |
| nand2b | 57 | 57 |
| nand2 | 244 | 244 |
| a21oi | 304 | 304 |
| nor2 | 207 | 207 |
| clkdlybuf4s50 | 0 | 126 |
| nor2b | 62 | 62 |
| xnor2 | 189 | 189 |
| nor3 | 87 | 87 |
Power is estimated from default activity; no workload was simulated.
